$ cat flow/constraint.sdc
current_design LED_Blink

set clk_period 5.0
set clk_io_pct 0.2

create_clock -name clk0 -period $clk_period [get_ports {i_Clk}]

set non_clock_inputs [all_inputs -no_clocks]
set_input_delay [expr $clk_period * $clk_io_pct] -clock clk0 $non_clock_inputs
set_output_delay [expr $clk_period * $clk_io_pct] -clock clk0 [all_outputs]
$ cat flow/config.mk
export PLATFORM = sky130hd
export DESIGN_NAME = LED_Blink
export DESIGN_NICKNAME = LED_Blink
export VERILOG_FILES = /design/flow/design.v
export SDC_FILE = /design/flow/constraint.sdc
export NUM_CORES = 4
export LEC_CHECK = 1
export CORE_UTILIZATION = 30
$ cat flow/run.sh
#!/bin/bash
# OpenROAD 26Q1-2900-gdf79404cd8, Yosys 0.63+post, stock flow scripts
make -C /OpenROAD-flow-scripts/flow DESIGN_CONFIG=/design/flow/config.mk WORK_HOME=/design/flow/orfs finish
$ cat flow/design.v
module LED_Blink 
  #(
    parameter g_COUNT_1HZ = 12500000,   
    parameter g_COUNT_2HZ = 6250000,    
	parameter g_COUNT_5HZ = 2500000,    
    parameter g_COUNT_10HZ = 1250000    
  )
  (
   input i_Clk,                         
   output reg o_LED_1 = 1'b0,           
   output reg o_LED_2 = 1'b0,           
   output reg o_LED_3 = 1'b0,           
   output reg o_LED_4 = 1'b0            
  );
  reg [31:0] r_Count_1Hz  = 0;          
  reg [31:0] r_Count_2Hz  = 0;          
  reg [31:0] r_Count_5Hz  = 0;          
  reg [31:0] r_Count_10Hz = 0;          
  always @(posedge i_Clk)
  begin
    if (r_Count_1Hz == g_COUNT_1HZ)
    begin
      o_LED_4     <= ~o_LED_4;          
      r_Count_1Hz <= 0;                 
    end
    else
      r_Count_1Hz <= r_Count_1Hz + 1;   
  end
  always @(posedge i_Clk)
  begin
    if (r_Count_2Hz == g_COUNT_2HZ)
    begin
      o_LED_3     <= ~o_LED_3;          
      r_Count_2Hz <= 0;                 
    end
    else
      r_Count_2Hz <= r_Count_2Hz + 1;   
  end
  always @(posedge i_Clk)
  begin
    if (r_Count_5Hz == g_COUNT_5HZ)
    begin
      o_LED_2     <= ~o_LED_2;          
      r_Count_5Hz <= 0;                 
    end
    else
      r_Count_5Hz <= r_Count_5Hz + 1;   
  end
  always @(posedge i_Clk)
  begin
    if (r_Count_10Hz == g_COUNT_10HZ)
    begin
      o_LED_1      <= ~o_LED_1;         
      r_Count_10Hz <= 0;                
    end
    else
      r_Count_10Hz <= r_Count_10Hz + 1;  
  end
endmodule
==> changes_impl.md <==
### Metrics

- Yosys Warn Count: 1
- Final Hold Fails: 0
- Crit path time final: approximately 2.2 ns
- Max-slew violations: 0
- Via Count: between 4k and 5k
- Worst path cell trace: clkdlybuf4s50_1
- Async SR Flop Fraction: 0%
- Latency at later pin: about 0.4 ns
- Synth Cell Area: around 5900 um^2
- Synth cell types: around 47
- Core Util at FP: a little under a third
- Peak VDD IR: ~0.27 mV
- Setup TNS: 0 ns
- R2R Setup Slk: between 2 and 3 ns
- Share of layout cells above drive strength 1: between 6 and 7%
- Sinks on the clock net: approximately 130
- Synthesized registers: between 100 and 150
- 1st-iter DRT viols: 322
- Grt met2 use: approximately 18%
- Boundary Pins: 5
- Mapped Cells: between 600 and 700
- Worst slack at placement: around 2.8 ns
- Chip area: between 20000 and 25000 um^2
- Crit path max fanout: 2
- Power Density: about 340 nW/um^2
- Vias in the first global route: ~4.1k
- Post-layout period usage: 44.6%
- Hold Path End: r_Count_5Hz[31]$_SDFF_PN0_
- Crit path DAT: ~1.2 ns
- Worst reg2reg path endpoint: o_LED_3$_DFFE_PN_
- Slew HR: about half
- Crit path max-delay family: buffers and inverters
- # setup viols final: 0
- CTS Buffer Depth: 2
- First-pass GRT wire length: 19.5 mm
- Worst slew pin tran: between 0.7 and 0.8 ns
- Clk slew on worst S/H paths: ~0.060 ns
- Initial antenna violation count: 0
- RSZ-0062 raised after global routing: no
- WP buf/inv: 1
- Post-synth top area cell: dfxtp_1
- Fin worst setup slack: approximately 2.8 ns
- Tool Warnings: 29
- WL final: approximately 11 mm
- Hold buffers post-CTS: 0
- Top Usage Layer GRT: met1
- M3 GR Usage: about 2.1%
- Reg2reg start: r_Count_2Hz[29]$_SDFF_PN0_
- Min-Delay Path Depth: 1
- Largest net degree at the start of global routing: 17
- Yosys chip area: 5930 um^2
- R2R cell count: 3
- Max-cap violations: 0
- CP endpoint kind: primary output
- Critical path startpoint category: flop
- Fillers: between 1.5k and 2k
- Hold Crit Start: r_Count_5Hz[31]$_SDFF_PN0_
- Global Route Usage Sum: around an eighth
- Vias per cell: ~4.8
- CP max stage delay: 0.47 ns
- Clk root buf: clkbuf_16
- CTS tree: done
- Worst EP required: approximately 4.0 ns
- Setup Crit Path Kind: flop to primary output
- Total iterations of the first detailed-routing run: 4
- LEAKAGE: about 2.4 nW
- Slowest CP cell: clkdlybuf4s50_1
- Worst Skew: approximately 0.0090 ns
- Maximum clock frequency: 449 MHz
- EDFF count, synth: 4
- Met1 Use GR: 18.4%
- Htree depth: 4
- Port Buffer Count: 4
- DIE HEIGHT: around 140 um
- WL/cell: 11.9 um
- Syn-to-layout area delta: 16.0%
- Status: completed
- Congestion Overflow GR: 0
- Dpl hpwl: between 7 and 8 mm
- CTS Buf Count: 17
- # rows: around 51
- Area leader share: between 40 and 50%
- Antenna diodes: 0
- HP Class: flop to flop
- Cell area leaders: dfxtp_1 (43%), xnor2_1 (9.5%), xor2_1 (4.9%), nand4_1 (4.4%), nand3_1 (3.9%)
- Buffer count from post-CTS setup fixing: 0
- Top FF cell, synth: dfxtp_1
- Antenna Nets Post-Route: 0
- WHS: about 0.45 ns
- Avg Inst Size Synth: between 9 and 10 um^2
- Core Box Area: ~19000 um^2
- DRC: 0
- Total power: about 0.0024 W
- Resized Gates After CTS: 0
- GPL Wtd Cong: 0.846
- Yosys cell count: between 600 and 700
- Post-synthesis sequential area ratio: 45.3%
- Chip width: about 140 um
- Layout Utilization: between 30% and 40%
==> through the flow <==
| stage | area [um^2] | cells |
|---|---|---|
| 6_report | 6870 | 936 |
| 5_1_grt | 6870 | 936 |
| 4_1_cts | 6870 | 936 |
| 3_5_place_dp | 6250 | 904 |
| 3_3_place_gp | 6250 | 904 |
| 2_1_floorplan | 5930 | 647 |
==> registers in the layout, indices dropped and copies added (netlist names) <==
name,cells
r_Count_10Hz,32
r_Count_1Hz,32
o_LED_2,1
r_Count_5Hz,32
o_LED_1,1
o_LED_3,1
o_LED_4,1
r_Count_2Hz,32
==> per-layer routing <==
layer	wire, um	part of all wire (%)
met1	5960	54
met2	4670	42
met3	359	3.2
met4	148	1.3
met5	0	0
==> final cells by class <==
cell class              count  area, um^2  area share (%)
clock buffers              19         453            6.59
clock inverters            13         169            2.46
inverters                  27         101            1.47
multi-input cells         473        3070            44.7
flip-flops and latches    132        2680            39.0
well taps                 265         332            4.83
repair buffers              7        62.6           0.910
==> kinds of logic after synthesis <==
logic type | Yosys count | share of synthesized area, %
and+or+nand+nor | 318 | 30.3
DFF | 132 | 45.3
xor gates and xnor gates | 97 | 14.3
AOI/OAI and AO/OA | 47 | 4.92
buffers and inverters | 42 | 2.98
adders and majority gates | 8 | 1.69
muxes | 3 | 0.507
==> worst max-delay path by stage <==
stage	startpoint	to	slack [ns]	depth (start not counted)
CTS	o_LED_4$_DFFE_PN_	o_LED_4	2.74	1
global route	o_LED_1$_DFFE_PN_	o_LED_1	2.70	1
finish	o_LED_4$_DFFE_PN_	o_LED_4	2.77	1
==> cell usage after synthesis (9+ instances only) <==
cell,count
and3_1,21
xnor2_1,64
nand4_1,42
inv_1,27
xor2_1,33
a21oi_1,15
o21ai_0,12
or4_1,10
or3_1,9
nor4b_1,10
nor2_1,46
nor3_1,27
nor4_1,30
clkbuf_1,9
nand2_1,43
nand3_1,46
dfxtp_1,128
==> cells in the final DEF (no fill, tap or decap), types with 3 or more instances in the layout <==
cell type	netlist	layout
a41oi_1	4	4
buf_4	0	3
nor2b_1	5	5
and2_1	6	6
nand4_1	42	42
and3_1	21	21
a21oi_1	15	15
and4_1	6	6
nor3_1	27	26
nor2_1	46	46
inv_1	27	27
dfxtp_1	128	128
nor4_1	30	30
ha_1	8	8
clkinvlp_4	0	4
o31ai_1	8	8
edfxtp_1	4	4
inv_6	0	5
clkdlybuf4s50_1	0	4
or3_1	9	9
clkbuf_16	0	17
nand3_1	46	46
mux2i_1	3	3
xnor2_1	64	64
or4_1	10	10
xor2_1	33	33
nand4b_1	3	3
bufinv_16	0	3
nor4b_1	10	10
nand2_1	43	43
o21ai_0	12	12
==> report_power, final <==
part / total [W] / switching, W / leakage [nW] / internal, W
Sequential: 0.00106 / 0 / 1.08 / 0.00106
Clock: 0.00130 / 0.000478 / 0.293 / 0.000818
Combinational: 0.00000000105 / 0 / 1.05 / 0
Total: 0.00235 / 0.000478 / 2.42 / 0.00187
Power and IR drop assume default switching activity.
