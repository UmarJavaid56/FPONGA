`design.v`:
```
module UART_Loopback
(
    input i_Clk,
    input i_UART_RX,
	output o_UART_TX,
    output o_Segment2_A,
    output o_Segment2_B,
    output o_Segment2_C,
    output o_Segment2_D,
    output o_Segment2_E,
    output o_Segment2_F,
    output o_Segment2_G,
    output o_Segment1_A,
    output o_Segment1_B,
    output o_Segment1_C,
    output o_Segment1_D,
    output o_Segment1_E,
    output o_Segment1_F,
    output o_Segment1_G
);
    wire w_Segment2_A;
    wire w_Segment2_B;
    wire w_Segment2_C;
    wire w_Segment2_D;
    wire w_Segment2_E;
    wire w_Segment2_F;
    wire w_Segment2_G;
    wire w_Segment1_A;
    wire w_Segment1_B;
    wire w_Segment1_C;
    wire w_Segment1_D;
    wire w_Segment1_E;
    wire w_Segment1_F;
    wire w_Segment1_G;
    wire w_UART_Bit;
    wire [7:0] w_UART_Byte;
	wire w_TX_Serial;
	wire w_TX_Active;
    UART_RX #(.CLKS_PER_BIT(217)) UART_RX_Instance(
        .i_Clock(i_Clk),
        .i_RX_Input(i_UART_RX),
        .o_RX_Bit(w_UART_Bit),
        .o_RX_Byte(w_UART_Byte)
    );
    UART_TX #(.CLKS_PER_BIT(217)) UART_TX_Instance(
        .i_Clock(i_Clk),
	    .i_Reset(1'b1), 
        .i_TX_DV(w_UART_Bit),
        .i_TX_Byte(w_UART_Byte),
		.o_TX_Active(w_TX_Active),
		.o_TX_Serial(w_TX_Serial),
		.o_TX_Done()
    );
	assign o_UART_TX = w_TX_Active ? w_TX_Serial : 1'b1;
    Binary_To_7Segment Instance1
    (
        .i_Clk(i_Clk),
        .i_Binary_Num(w_UART_Byte[7:4]),
        .o_Segment_A(w_Segment1_A),
        .o_Segment_B(w_Segment1_B),
        .o_Segment_C(w_Segment1_C),
        .o_Segment_D(w_Segment1_D),
        .o_Segment_E(w_Segment1_E),
        .o_Segment_F(w_Segment1_F),
        .o_Segment_G(w_Segment1_G)
    );
    assign o_Segment1_A = ~w_Segment1_A;
    assign o_Segment1_B = ~w_Segment1_B;
    assign o_Segment1_C = ~w_Segment1_C;
    assign o_Segment1_D = ~w_Segment1_D;
    assign o_Segment1_E = ~w_Segment1_E;
    assign o_Segment1_F = ~w_Segment1_F;
    assign o_Segment1_G = ~w_Segment1_G;
    Binary_To_7Segment Instance2
    (
        .i_Clk(i_Clk),
        .i_Binary_Num(w_UART_Byte[3:0]),
        .o_Segment_A(w_Segment2_A),
        .o_Segment_B(w_Segment2_B),
        .o_Segment_C(w_Segment2_C),
        .o_Segment_D(w_Segment2_D),
        .o_Segment_E(w_Segment2_E),
        .o_Segment_F(w_Segment2_F),
        .o_Segment_G(w_Segment2_G)
    );
    assign o_Segment2_A = ~w_Segment2_A;
    assign o_Segment2_B = ~w_Segment2_B;
    assign o_Segment2_C = ~w_Segment2_C;
    assign o_Segment2_D = ~w_Segment2_D;
    assign o_Segment2_E = ~w_Segment2_E;
    assign o_Segment2_F = ~w_Segment2_F;
    assign o_Segment2_G = ~w_Segment2_G;
endmodule
module Binary_To_7Segment
(
    input i_Clk,
    input [3:0] i_Binary_Num,    
    output o_Segment_A,
    output o_Segment_B,
    output o_Segment_C,
    output o_Segment_D,
    output o_Segment_E,
    output o_Segment_F,
    output o_Segment_G
);
    reg [6:0] r_Hex_Num;  
    always @(posedge i_Clk)
        case (i_Binary_Num)
        4'b0000: r_Hex_Num = 7'b1111110;  
        4'b0001: r_Hex_Num = 7'b0110000;  
        4'b0010: r_Hex_Num = 7'b1101101;  
        4'b0011: r_Hex_Num = 7'b1111001;  
        4'b0100: r_Hex_Num = 7'b0110011;  
        4'b0101: r_Hex_Num = 7'b1011011;  
        4'b0110: r_Hex_Num = 7'b1011111;  
        4'b0111: r_Hex_Num = 7'b1110000;  
        4'b1000: r_Hex_Num = 7'b1111111;  
        4'b1001: r_Hex_Num = 7'b1111011;  
        4'b1010: r_Hex_Num = 7'b1110111;  
        4'b1011: r_Hex_Num = 7'b0011111;  
        4'b1100: r_Hex_Num = 7'b1001110;  
        4'b1101: r_Hex_Num = 7'b0111101;  
        4'b1110: r_Hex_Num = 7'b1001111;  
        4'b1111: r_Hex_Num = 7'b1000111;  
        default: r_Hex_Num = 7'b0000000;  
        endcase
    assign o_Segment_A = r_Hex_Num[6];
    assign o_Segment_B = r_Hex_Num[5];
    assign o_Segment_C = r_Hex_Num[4];
    assign o_Segment_D = r_Hex_Num[3];
    assign o_Segment_E = r_Hex_Num[2];
    assign o_Segment_F = r_Hex_Num[1];
    assign o_Segment_G = r_Hex_Num[0];
endmodule
module UART_RX #(
    parameter CLKS_PER_BIT = 217
)(
    input i_Clock,
    input i_RX_Input,
    output o_RX_Bit,
    output [7:0] o_RX_Byte
);
    parameter RX_IDLE        = 3'b000;
    parameter RX_START_BIT   = 3'b001;
    parameter RX_DATA_BITS   = 3'b010;
    parameter RX_STOP_BIT    = 3'b011;
    parameter RX_CLEANUP     = 3'b100;
    reg [2:0] r_Bit_Index = 0;        
    reg [7:0] r_Clock_Count = 0;      
    reg [7:0] r_RX_Byte = 0;          
    reg [2:0] r_State_Machine = RX_IDLE;    
    reg r_RX_Bit = 0;                 
    always @(posedge i_Clock)
    begin
        case (r_State_Machine)
        RX_IDLE:
        begin 
            r_Clock_Count <= 0;
            r_Bit_Index <= 0;
            r_RX_Bit <= 0;
            if (i_RX_Input == 1'b0)   
                r_State_Machine <= RX_START_BIT;
            else
                r_State_Machine <= RX_IDLE;        
        end
        RX_START_BIT:
        begin
            if (r_Clock_Count == (CLKS_PER_BIT-1)/2)  
            begin
                if (i_RX_Input == 1'b0)   
                begin 
                    r_Clock_Count <= 0;
                    r_State_Machine <= RX_DATA_BITS;
                end
                else
                    r_State_Machine <= RX_IDLE;  
            end
            else
            begin
                r_Clock_Count <= r_Clock_Count + 1;
                r_State_Machine <= RX_START_BIT;
            end
        end
        RX_DATA_BITS:
        begin
            if (r_Clock_Count < CLKS_PER_BIT-1)  
            begin 
                r_Clock_Count <= r_Clock_Count + 1;
				r_State_Machine <= RX_DATA_BITS;
            end
            else
            begin 
                r_Clock_Count <= 0;
                r_RX_Byte[r_Bit_Index] <= i_RX_Input;  
                if (r_Bit_Index < 7)
                begin
                    r_Bit_Index <= r_Bit_Index + 1;
                    r_State_Machine <= RX_DATA_BITS;
                end
                else
                begin
                    r_Bit_Index <= 0;
                    r_State_Machine <= RX_STOP_BIT;
                end
            end
        end
        RX_STOP_BIT:
        begin
            if (r_Clock_Count < CLKS_PER_BIT-1)
            begin
                r_Clock_Count <= r_Clock_Count + 1;
                r_State_Machine <= RX_STOP_BIT;
            end
            else
            begin 
                r_RX_Bit <= 1'b1;  
                r_Clock_Count <= 0;
                r_State_Machine <= RX_CLEANUP;
            end
        end
        RX_CLEANUP:        
        begin
            r_State_Machine <= RX_IDLE;
            r_RX_Bit <= 1'b0;
        end
        default: 
            r_State_Machine <= RX_IDLE;
        endcase
    end
    assign o_RX_Bit = r_RX_Bit;
    assign o_RX_Byte = r_RX_Byte;
endmodule
module UART_TX #(
    parameter CLKS_PER_BIT = 217
)(
	input i_Clock,
	input i_Reset,
	input i_TX_DV,
	input [7:0] i_TX_Byte,
	output reg o_TX_Active,
	output reg o_TX_Serial,
	output reg o_TX_Done
);
    localparam TX_IDLE       = 2'b00;
    localparam TX_START_BIT  = 2'b01;
    localparam TX_DATA_BITS  = 2'b10;
    localparam TX_STOP_BIT   = 2'b11;
	reg [2:0] r_Bit_Index = 0;		  
	reg [$clog2(CLKS_PER_BIT):0] r_Clock_Count;      
    reg [7:0] r_TX_Byte = 0;          
    reg [2:0] r_State_Machine;   	  
	always @(posedge i_Clock or negedge i_Reset)
	begin
		if (~i_Reset)
			begin
				r_State_Machine <= 3'b000;
			end
		else						
			begin								
				o_TX_Done <= 1'b0;
				case (r_State_Machine)
				TX_IDLE:
					begin
						r_Bit_Index <= 0;
						r_Clock_Count <= 0;
						o_TX_Serial <= 1'b1;	
						if(i_TX_DV == 1'b1)
							begin
								r_TX_Byte <= i_TX_Byte;
								r_State_Machine <= TX_START_BIT;
								o_TX_Active <= 1'b1;
							end
						else
								r_State_Machine <= TX_IDLE;
					end
				TX_START_BIT:
					begin
						o_TX_Serial <= 1'b0;
						begin 
							if(r_Clock_Count < CLKS_PER_BIT-1)
								begin 
									r_Clock_Count <= r_Clock_Count + 1;
									r_State_Machine <= TX_START_BIT;
								end
							else
								begin
									r_Clock_Count <= 0;
									r_State_Machine <= TX_DATA_BITS;
								end
						end
					end
				TX_DATA_BITS:
					begin
					o_TX_Serial <= r_TX_Byte[r_Bit_Index];
						if(r_Clock_Count < CLKS_PER_BIT-1)
							begin
								r_Clock_Count <= r_Clock_Count + 1;
								r_State_Machine <= TX_DATA_BITS;
							end
						else
							begin
								r_Clock_Count <= 0;
									if(r_Bit_Index < 7)
										begin
											r_Bit_Index <= r_Bit_Index + 1;
											r_State_Machine <= TX_DATA_BITS;
										end
									else
										begin
											r_State_Machine <= TX_STOP_BIT;
											r_Bit_Index <= 0;
										end
							end
					end
				TX_STOP_BIT:
					begin 
					o_TX_Serial <= 1'b1;
						if(r_Clock_Count < CLKS_PER_BIT-1)
							begin
								r_Clock_Count <= r_Clock_Count + 1;
								r_State_Machine <= TX_STOP_BIT;
							end
						else
							begin 
								r_Clock_Count <= 0;
								r_State_Machine <= TX_IDLE;
								o_TX_Done <= 1'b1;
								o_TX_Active <= 1'b0;
							end
					end
				default:
					r_State_Machine <= TX_IDLE;
				endcase
			end 
	end  
endmodule
```
`config.mk`:
```
export PLATFORM = sky130hd
export DESIGN_NAME = UART_Loopback
export DESIGN_NICKNAME = UART_Loopback
export VERILOG_FILES = /design/flow/design.v
export SDC_FILE = /design/flow/constraint.sdc
export NUM_CORES = 4
export LEC_CHECK = 1
export CORE_UTILIZATION = 50
```
`constraint.sdc`:
```
current_design UART_Loopback

set clk_period 2.6
set clk_io_pct 0.2

create_clock -name clk0 -period $clk_period [get_ports {i_Clk}]

set non_clock_inputs [all_inputs -no_clocks]
set_input_delay [expr $clk_period * $clk_io_pct] -clock clk0 $non_clock_inputs
set_output_delay [expr $clk_period * $clk_io_pct] -clock clk0 [all_outputs]
```
`run.sh`:
```
#!/bin/bash
# OpenROAD 26Q1-2900-gdf79404cd8, Yosys 0.63+post, stock flow scripts
make -C /OpenROAD-flow-scripts/flow DESIGN_CONFIG=/design/flow/config.mk WORK_HOME=/design/flow/orfs finish
```
==> results.yml <==
# flow metrics
synth:
  syn_area_um2: 3280
  edf_count: 42
  netlist_instances: 312
  top_area_share_pct: 38.4
  yosysTopAreaCell: "edfxtp_1"
  ys_chip_area_um2: 3280
  ff_type: "edfxtp_1"
  topCellsByArea: "edfxtp_1, dfxtp_1, ha_1"
  ys_seq_share_pct: 50.0
  yosys_cells: 312
  postSynth.asyncResetShare_pct: 0
  syn_area_per_cell_um2: 10.5
  synth_flops: 61
  synthDistinctLibCells: 50
  ys.warnings.count: 3
worst_setup_path:
  worst_ep_required_time_ns: 2.68
  cp.arrival_ns: 1.94
  setup.worst_path.start_class: "flop"
  crit_type: "flop to flop"
  reg2reg_depth: 5
  critPathMaxFanout: 11
  end_kind: "flop"
floorplan:
  num_rows: 29
  dieHeight_um: 83
  dieArea_um2: 6890
  fp_util_pct: 51.7
  fp.dieW_um: 83
  core-area_um2: 6350
  ioPinCount: 17
pwr:
  power_frac_clock_pct: 33.3
  leakagePower_nw: 1.56
  combPwrFrac_pct: 13.9
  intPower_w: 0.00178
  power_switching_w: 0.000644
  ir_worst_vdd_v: 0.000469
  seqPwrFrac_pct: 52.8
  power_switching_share_pct: 26.6
  power_density_nw_per_um2: 657
detailed_routing:
  vias: 2132
  ant_nets: 0
  routedWlPerCell_um: 12.2
  drtIter0Drc: 57
  via_per_inst: 5.17
  diodes: 0
  routed_wl_um: 5020
  drtPass1Iterations: 4
  drcViolationCount: 0
finish:
  finish.utilization_pct: 58.2
  synthToLayoutAreaGrowth_pct: 12.6
  comb_area_um2: 1450
  design_area_um2: 3690
  fillers: 523
  seqCellArea_um2: 1640
  layout-drive-gt1-share_pct: 8.36
timing:
  timing.fmax_mhz: 538
  slew_viol_final: 0
  worst_pin_slew_ns: 0.611
  min_period_ns: 1.86
  finalSetupTns_ns: 0
  setup_viol: 0
  timing.final.crit_share_pct: 71.5
  maxSlewHeadroom_pct: 59.1
  skew_ns: 0.00709
  rsz0062_at_grt: "false"
  hold_viol: 0
clock_network:
  clk_latency_ns: 0.33
  cts_setup_buffers: 0
  cts_hold_buf: 0
  cts_buffers: 9
  cts_buffer_depth: 2
  cts.sinks: 61
  htree_num_levels: 3
  cts_tree: "yes"
  cts_root_buf: "clkbuf_8"
  path_clk_slew_ns: 0.06
  cts-resized-gates: 0
min_path:
  worstHoldPathType: "flop to flop"
  holdPathStages: 2
global_routing:
  overflow: 0
  grt_pass1_wl_um: 8890
  grt_pass1_vias: 2013
  grt_start_max_net_pins: 16
  grt_usage_pct: 16.4
  antenna_found_initial: 0
placement:
  place_congestion: 0.842
  place.port_buffers: 16
  dp_hpwl_um: 3550
  dpl_cell_area_um2: 3500
run_status:
  status: "finished clean"
run:
  drv_cap: 0
  warning_count: 47
[through the flow]
stage                     total power, W  setup WS (ns)  std cells  hold WS [ns]
after CTS                        0.00246          0.747        412         0.528
after detailed placement         0.00164          0.755        396         0.515
after floorplan                  0.00157          0.866        312         0.424
after global routing             0.00257          0.578        412         0.561
after global placement           0.00164          0.778        396         0.523
final                            0.00243          0.740        412         0.528
[critical path: stages, from the launching register on]
cell,delay [ns]
edfxtp_1,0.53
inv_1,0.11
ha_1,0.27
xnor2_1,0.32
nor2_1,0.10
mux2_2,0.28
[placed cells by master (no fill, tap or decap), types with 6 or more instances in the layout]
master           instances
inv_1                   38
edfxtp_1                42
clkbuf_8                11
a21oi_1                 14
o21ai_0                 14
nand2_1                 25
clkdlybuf4s50_1         16
xor2_1                   6
dfxtp_1                 19
ha_1                    29
nand3_1                  8
nand2b_1                 8
nor2_1                  32
[cell families after synthesis]
group           Yosys count  synth area share (%)
compound gates           52                  10.3
buf+inv                  48                  5.84
other cells               1                 0.114
fa+ha+maj                29                  11.1
simple gates             99                  14.9
xor+xnor                 12                  3.43
mux                      10                  4.31
flops                    61                  50.0
[cells in the mapped netlist (all sizes together), types with 3 or more instances]
| cell | n |
|---|---|
| nor2 | 32 |
| mux2i | 4 |
| mux2 | 3 |
| nand3 | 8 |
| a21oi | 14 |
| xor2 | 7 |
| o21ai | 14 |
| edfxtp | 42 |
| a31oi | 4 |
| nand2b | 8 |
| a21o | 4 |
| ha | 29 |
| nor2b | 5 |
| mux4 | 3 |
| nand2 | 25 |
| buf | 3 |
| dfxtp | 19 |
| nand4 | 3 |
| inv | 38 |
| nor4 | 4 |
| clkbuf | 7 |
| xnor2 | 5 |
| a22oi | 4 |
[power groups by stage]
stage         Clock [W]  Combinational [W]  Sequential [W]
CTS            0.000837           0.000345         0.00128
global route   0.000886           0.000383         0.00130
finish         0.000807           0.000338         0.00128
[state kept, by name, summed over array words and instances, names as in the netlist]
register and flops:
Instance2.r_Hex_Num 7, UART_TX_Instance.r_State_Machine 2, UART_TX_Instance.o_TX_Active 1, UART_RX_Instance.r_Clock_Count 8, UART_RX_Instance.r_Bit_Index 3, UART_TX_Instance.r_Clock_Count 9
UART_TX_Instance.o_TX_Serial 1, UART_TX_Instance.r_TX_Byte 8, UART_RX_Instance.r_RX_Byte 8, UART_TX_Instance.r_Bit_Index 3, UART_RX_Instance.r_RX_Bit 1, UART_RX_Instance.r_State_Machine 3
Instance1.r_Hex_Num 7
[path summary, 6_finish.rpt]
check | startpoint | endpoint | slack [ns]
max | UART_RX_Instance.r_Bit_Index[0]$_SDFFCE_PP0P_ | UART_RX_Instance.r_RX_Byte[6]$_DFFE_PP_ | 0.74
min | UART_RX_Instance.r_State_Machine[1]$_DFF_P_ | UART_RX_Instance.r_State_Machine[1]$_DFF_P_ | 0.53
max reg2reg | UART_RX_Instance.r_Bit_Index[0]$_SDFFCE_PP0P_ | UART_RX_Instance.r_RX_Byte[6]$_DFFE_PP_ | 0.74
min reg2reg | UART_RX_Instance.r_State_Machine[1]$_DFF_P_ | UART_RX_Instance.r_State_Machine[1]$_DFF_P_ | 0.53
[routing by layer]
| layer | track usage (%) | wire (um) | share of wire [%] | vias up |
|---|---|---|---|---|
| met5 | 0 | 0 | 0 | - |
| met4 | 2.51 | 65 | 1.3 | 0 |
| met3 | 3.23 | 142 | 2.8 | 5 |
| met2 | 24.6 | 2230 | 44 | 22 |
| met1 | 27.5 | 2590 | 52 | 995 |
| li1 | - | - | - | 1110 |
[final cells by class]
| cell class | instances | share of cell area, % |
|---|---|---|
| Clock inverter | 3 | 0.474 |
| Timing Repair Buffer | 17 | 4.54 |
| Inverter | 38 | 3.86 |
| Tap cell | 77 | 2.61 |
| Multi-Input combinational cell | 203 | 39.2 |
| Clock buffer | 13 | 4.88 |
| Sequential cell | 61 | 44.4 |
No activity file was given, so power comes from the tool's default toggle rates.
